==> flow/config.mk <==
export PLATFORM = sky130hd
export DESIGN_NAME = carry_lookahead_16bit
export DESIGN_NICKNAME = carry_lookahead_16bit
export VERILOG_FILES = /design/flow/design.v
export SDC_FILE = /design/flow/constraint.sdc
export NUM_CORES = 4
export LEC_CHECK = 1
export CORE_AREA = 10 10 70 70
export DIE_AREA = 0 0 80 80
==> flow/constraint.sdc <==
current_design carry_lookahead_16bit

set clk_period 9.6
set clk_io_pct 0.2

create_clock -name clk0 -period $clk_period

set non_clock_inputs [all_inputs -no_clocks]
set_input_delay [expr $clk_period * $clk_io_pct] -clock clk0 $non_clock_inputs
set_output_delay [expr $clk_period * $clk_io_pct] -clock clk0 [all_outputs]
==> flow/design.v <==
`timescale 1ns/1ps
`default_nettype none
module block_carry_lookahead_unit(G_star, P_star, C, G, P, C0);
    output wire G_star, P_star;  
    output wire [3:1] C;  
    input wire [3:0] G,P;  
    input wire C0;  
    assign #4 C[1] = G[0] | ( P[0] & C0 );
    assign #4 C[2] = G[1] | ( G[0] & P[1]) | ( P[1] & P[0] & C0 );
    assign #4 C[3] = G[2] | ( G[1] & P[2]) | ( G[0] & P[1] & P[2]) | ( P[2] & P[1] & P[0] & C0 );
    assign #4 G_star = G[3] | ( G[2] & P[3]) | ( G[1] & P[2] & P[3]) | ( P[1] & P[2] & P[3] & G[0]);
    assign #2 P_star = P[3] & P[2] & P[1] & P[0];
endmodule  
`timescale 1ns/1ps
`default_nettype none
module carry_lookahead_16bit( Cout, S, X, Y, Cin);
    output wire Cout;  
    output wire [15:0] S;  
    input wire [15:0] X,Y;  
    input wire Cin;  
    wire [16:0] C;  
    wire [15:0] P,G;  
    wire [3:0] P_star, G_star;  
    assign C[0] = Cin;
    generate_propagate_unit GEN(G, P, X, Y);
    block_carry_lookahead_unit BCLAU0(
    .G_star (G_star[0]),
    .P_star (P_star[0]),
    .C (C[3:1]),
    .G (G[3:0]),
    .P (P[3:0]),
    .C0 (C[0])
    );  
    block_carry_lookahead_unit BCLAU1(
    .G_star (G_star[1]),
    .P_star (P_star[1]),
    .C (C[7:5]),
    .G (G[7:4]),
    .P (P[7:4]),
    .C0 (C[4])
    );
    block_carry_lookahead_unit BCLAU2(
    .G_star (G_star[2]),
    .P_star (P_star[2]),
    .C (C[11:9]),
    .G (G[11:8]),
    .P (P[11:8]),
    .C0 (C[8])
    );
    block_carry_lookahead_unit BCLAU3(
    .G_star (G_star[3]),
    .P_star (P_star[3]),
    .C (C[15:13]),
    .G (G[15:12]),
    .P (P[15:12]),
    .C0 (C[12])
    );
    carry_lookahead_unit CLAU(
    .C ({C[16], C[12], C[8], C[4]}),
    .G (G_star),
    .P (P_star),
    .C0 (C[0])
    );
    summation_unit SUM(S, P, C[15:0]);
     assign Cout = C[16];
endmodule  
`timescale 1ns/1ps
`default_nettype none
module carry_lookahead_unit(C, G, P, C0);
    output wire [4:1] C;  
    input wire [3:0] G, P;  
    input wire C0;  
    assign #4  C[1] = G[0] | (P[0] & C0);
    assign #4  C[2] = G[1] | (G[0] & P[1]) | (C0 & P[0] & P[1]);
    assign #4  C[3] = G[2] | (G[1] & P[2]) | (G[0] & P[1] & P[2]) | (C0 & P[0] & P[1] & P[2]);
    assign #4  C[4] = G[3] | (G[2] & P[3]) | (G[1] & P[2] & P[3]) | (G[0] & P[1] & P[2] & P[3]) | (C0 & P[0] & P[1] & P[2] & P[3]);
endmodule  
`timescale 1ns/1ps
`default_nettype none
module generate_propagate_unit(G, P, X, Y);
    output wire [15:0] G, P;
    input wire [15:0] X, Y;
    assign #2 G = X & Y;
    assign #2 P = X ^ Y;
endmodule  
`timescale 1ns/1ps
`default_nettype none
module summation_unit(S, P, C);
    output wire [15:0] S;  
    input wire [15:0] P, C;  
    assign #2 S = P ^ C;
endmodule  
==> flow/run.sh <==
#!/bin/bash
# OpenROAD 26Q1-2900-gdf79404cd8, Yosys 0.63+post, stock flow scripts
make -C /OpenROAD-flow-scripts/flow DESIGN_CONFIG=/design/flow/config.mk WORK_HOME=/design/flow/orfs finish
==> flow_summary.ini <==
; implementation run metrics
[synth]
ys_seq_share_pct = 0
ys_cells = 90
top_cells_by_area = ha_1 (26%), fa_1 (10%), a21oi_1 (4.5%), xnor2_1 (4.5%), a21o_1 (3.9%)
synth.distinct_cells = 32
synth_cells = 90
synthAdderAreaFrac_pct = 36.1
most_common_cell = ha_1
synth_top_area_share_pct = 25.8
synthXorXnorAreaFrac_pct = 7.89
synth_chip_area_sq_um = 777
synthSimpleGateAreaFrac_pct = 15.6
logic_family = adder cells
largest_area_cell = ha_1
aoi_share_pct = 35.1
mux_share_pct = 0
synth_warnings = 0
netlist_top_cells_count = ha_1 (16), inv_1 (8), a21oi_1 (7)
avgSynthCellArea_sq_um = 8.63
syn-cell-area_sq_um = 777

[drt]
routedWlPerCell_um = 12.3
vias = 832
drtIter0Drc = 22
drt_first_pass_iters = 4
topRoutingLayerUsed = met3
wl_met3_um = 188
vias_per_cell = 4.50
wl_met2_um = 1020
post-route-drc-count = 0
ant_nets = 0
routed_wl_um = 2270
n_antenna_cell = 0
met1Wirelength_um = 1060

[flow_run]
warnings = 32
drv_cap = 0

[global_route]
antenna_found_initial = 0
grt_use_total_pct = 6.62
overflow = 0
grt_max_degree = 9
grt_pass1_wl_um = 3590
grt_pass1_vias = 787

[worst_setup_path]
crit_top_cell = clkdlybuf4s50_1
end_kind = primary output
startpoint_type = primary input
cpMaxStageDelayCell = clkdlybuf4s50_1
crit_path_cell_trace = clkdlybuf4s50_1, ha_1, and2_4, a221oi_2, a21oi_1, nand2b_4, fa_1, xor2_1, clkdlybuf4s50_1
crit_required_ns = 7.68
critical-path-max-stage-delay_ns = 0.49
path_max_fanout = 3
worstPathArrival_ns = 4.55
path_class = primary input to primary output

[floorplanning]
die_w_um = 80
fp_util_pct = 22.7
die.size.y_um = 80
core.rowCount = 21
io_pins = 50
chip_area_sq_um = 6400
core_sq_um = 3420

[power_and_ir_drop]
seqPwrFrac_pct = 0
ir_drop_uv = 27.1
p_per_area_nw_per_um2 = 66.4
internal-power_uw = 57.0
p_total_uw = 87.9
clockPowerShare_pct = 0
p_sw_uw = 30.9
combPwrFrac_pct = 100.0
swShare_pct = 35.2
leakage_nw = 0.559

[final_layout]
regArea_sq_um = 0
clock_buffers = 0
fillers = 338
seq_cell_count = 0
final_cells = 185
combGateArea_sq_um = 736
area_growth_pct = 70.4
drive_gt1_share_pct = 4.32

[cts]
hold_buffers = 0
ctsResizeCount = 0
post-cts-setup-buffers = 0

[sta]
hold_viol_final = 0
relSlewSlack_pct = 79.9
tightest_slew_ns = 0.301
min_period_over_period_pct = 67.4
fmax_mhz = 155
finalSetupViolCount = 0
fin_tns_setup_ns = 0
rsz0062_at_grt = no
fin_crit_ns = 6.47
drv_slew = 0

[min_path]
holdPathStages = 5
min-delay-start = Cin
hold-path-endpoint = S[0]
hold_class = primary input to primary output

[placed_design]
hpwl_um = 2100
portBuffers = 50
place.gp.congestion = 0.779
dpl.cell_count = 185

[run_status]
status = complete, no violations
[layout make-up]
type | count | share of cell area (%)
Multi-Input combinational cell | 81 | 55.6
Timing Repair Buffer | 50 | 37.8
Tap cell | 46 | 4.35
Inverter | 8 | 2.27
[worst max path at each step]
| stage | startpoint | to | slack [ns] |
|---|---|---|---|
| CTS | X[2] | S[9] | 3.11 |
| global route | X[2] | S[9] | 2.95 |
| finish | X[2] | S[9] | 3.13 |
[layout by cell type (no fill, tap or decap), types with 2 or more instances in the layout]
master           netlist  routed
a211oi_1               3       3
a21o_1                 4       4
a21oi_1                7       7
a31oi_1                3       3
clkdlybuf4s50_1        0      50
fa_1                   4       4
ha_1                  16      16
inv_1                  8       8
nand2_1                4       4
nand2b_1               4       4
nand4_1                2       2
nor2_1                 2       2
nor2b_1                2       2
o2111ai_1              2       2
o21a_1                 4       4
o21ai_0                3       3
xnor2_1                4       4
xor2_1                 3       3
[through the flow]
stage	worst slack, ns	hold WS, ns	instance area (sq um)	utilization [%]
6_report	3.13	4.92	1320	38.8
5_1_grt	2.95	4.97	1320	38.8
4_1_cts	3.11	4.93	1320	38.8
3_5_place_dp	3.11	4.92	1320	38.8
3_3_place_gp	3.17	4.92	1320	38.8
2_1_floorplan	4.18	3.95	777	-
[metal layers]
layer	up-vias	GRT usage (%)
met2	27	10.9
met4	0	0
li1	446	-
met1	359	8.92
met3	0	1.82
met5	-	0
[power by group through the flow]
stage	combinational (mW)	sequential (mW)	clock (mW)
4_1_cts	0.0903	0	0
5_1_grt	0.0987	0	0
6_report	0.0879	0	0
[critical path: cells and delay by family]
kind | cells | cell delay [ns]
AND-OR/OR-AND | 2 | 0.48
XOR/XNOR | 1 | 0.16
adder cells (fa/ha/maj) | 2 | 0.71
buffers and inverters | 2 | 0.90
AND/OR/NAND/NOR | 2 | 0.38
[cell families after synthesis]
logic type,Yosys count
xor gates and xnor gates,7
AOI/OAI and AO/OA,36
adders and majority gates,20
and+or+nand+nor,18
buffers and inverters,9
