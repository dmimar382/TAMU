<file path="design/flow/run.sh">
#!/bin/bash
# OpenROAD 26Q1-2900-gdf79404cd8, Yosys 0.63+post, stock flow scripts
make -C /OpenROAD-flow-scripts/flow DESIGN_CONFIG=/design/flow/config.mk WORK_HOME=/design/flow/orfs finish
</file>
<file path="design/flow/config.mk">
export PLATFORM = sky130hd
export DESIGN_NAME = RegisterFile
export DESIGN_NICKNAME = RegisterFile
export VERILOG_FILES = /design/flow/design.v
export SDC_FILE = /design/flow/constraint.sdc
export NUM_CORES = 4
export LEC_CHECK = 1
export CORE_UTILIZATION = 50
</file>
<file path="design/flow/constraint.sdc">
current_design RegisterFile

set clk_period 18.1
set clk_io_pct 0.2

create_clock -name clk0 -period $clk_period [get_ports {Clk}]

set non_clock_inputs [all_inputs -no_clocks]
set_input_delay [expr $clk_period * $clk_io_pct] -clock clk0 $non_clock_inputs
set_output_delay [expr $clk_period * $clk_io_pct] -clock clk0 [all_outputs]
</file>
<file path="design/flow/design.v">
module RegisterFile(BusA, BusB, BusW, RA, RB, RW, RegWr, Clk);
    output [63:0] BusA;
    output [63:0] BusB;
    input [63:0] BusW;
    input [4:0] RW, RA, RB; 
    input RegWr;
    input Clk;
  	reg [63:0] registers [31:0];
  assign #2 BusA = (RA==31)? 64'b0 : registers[RA]; 
  assign #2 BusB = (RB==31)? 64'b0:registers[RB];
    always @ (negedge Clk) begin
      registers[31]<= #3 0;   
      if(RegWr) begin
        if(RW !=31) begin  
            registers[RW] <= #3 BusW;
        end
      end
    end
endmodule
</file>
==> results.toml <==
# yosys + openroad results
[critical_path]
startpoint = "registers[3][44]$_DFFE_NP_"
crit_buf_inv = 1
worst-path-stages = 6
critPathCaptureType = "output pin"
cp_cell_sequence = "mux4_2 > mux2i_1 > nor2_1 > a2111oi_0 > nor3_1 > clkdlybuf4s50_1"
critPathTopFamily = "AND-OR/OR-AND gates"
cp_slowest_cell = "a2111oi_0"
crit_path_end = "BusA[44]"
cp.arrival_ps = 12780
cpPeakStageDelay_ps = 980
cp-start-kind = "register"
path_class = "reg2out"
worstPathRequired_ps = 14480
path_max_fanout = 2

[routing]
vias = 57041
route.detailed.drc = 0
initialDrtViolationCount = 3304
viasPerCell = 5.975
firstDrtPassIters = 5
routed_wl_um = 285000
wl_per_cell_um = 29.85
drt.antenna.violating_nets = 0

[clock_tree]
path_clk_slew_ps = 30
clkSinkCount = 2048
cts_made_buffers = 222
ctsResizeCount = 0
h-tree-depth = 4
tritoncts = "built"
ctsHoldBuffers = 0
post_cts_buffers = 0
clockRootBuffer = "clkbuf_16"
clk_path_buf_depth = 3

[logic_synthesis]
ys_cells = 4459
ys_area_um2 = 93730
flop_cell = "edfxtp_1"
top_area_frac = 0.6356
ys_seq_frac = 0.6493
edf_count = 1984
synth.most_common_cell = "edfxtp_1"
synth_flops = 2048
synthCells = 4459
synth_area_per_cell_um2 = 21.02
synthDistinctLibCells = 36
async_reset_ff_frac = 0
yosys_warnings = 1
topCellsByArea = "edfxtp_1 (64%), mux4_2 (25%), mux2i_1 (3.5%)"
syn_area_um2 = 93730
common_cells = "edfxtp_1 (1984), mux4_2 (1056), mux2i_1 (332)"
top_area_cell = "edfxtp_1"

[global_routing]
grt_antenna_before_repair = 4
grt_pass1_wl_um = 415200
grt_remaining_overflow = 0
gr-usage-all-layers = 0.3480
grt_pass1_vias = 67186
grt_max_degree = 70

[final_timing]
final_hold_viol_count = 0
rsz0062_at_grt = "false"
relSlewSlack = 0.2105
setup_violations = 0
setup_ws_ps = 1701
report.final.slew_viol_count = 0
holdWs_ps = 8155
tightest_slew_ps = 1154
tns_ps = 0

[finish]
final_area_um2 = 115300
n_fill_cell = 13058
largest_reg_flops = 2048
largest_register = "registers"
largest_registers = "registers (2048)"
logic_area_um2 = 31200
area_growth_pct = 22.96
drive_gt1_frac = 0.2456
register_area_um2 = 60860

[floorplanning]
fp.dieH_um = 435.0
pin_count = 209
design.core.area_um2 = 185800
fp-row-count = 158
dieArea_um2 = 189200
fp.dieW_um = 435.0
fp-utilization = 0.5044

[placement]
dp_slack_ps = 2209
place_area_um2 = 99770
hpwl_um = 159500
port_buffers = 208
place_congestion = 0.8678

[run]
max_cap_viol_count = 0
warning_count = 1027

[power_and_ir_drop]
ir_drop_uv = 87.78
power_leakage_uw = 0.04562
power_uw = 12840
power.density_nw_per_um2 = 111.4

[min_path]
hold_path_class = "in2out"

[outcome]
outcome = "finished clean"
layout by cell type (no fill, tap or decap), drive strengths merged, types with 2 or more instances in the layout:
master / n
or3b: 3
mux2i: 332
a211oi: 53
o221ai: 53
nor2b: 20
a2111oi: 51
o211ai: 2
or2: 2
clkinvlp: 54
edfxtp: 1984
nand3b: 7
buf: 254
nand2b: 5
bufinv: 49
mux4: 1056
clkinv: 2
o22ai: 104
diode: 2
dfxtp: 64
conb: 64
nor2: 144
o21ai: 7
mux2: 24
a21oi: 4
nand2: 10
a221oi: 4
nand3: 5
inv: 2210
nor3: 59
clkbuf: 228
o21a: 8
clkdlybuf4s50: 198
where the power goes:
group	total, µW	switching [µW]	leakage, µW	internal [µW]
Combinational	948	519	0.0124	429
Sequential	5330	25.1	0.0184	5310
Clock	6560	3000	0.0148	3560
worst min path at each step:
stage | cells past startpoint | from | to | slack (ps)
after CTS | 3 | RB[4] | BusB[48] | 8140
after global routing | 3 | RB[4] | BusB[48] | 8190
final | 3 | RB[4] | BusB[48] | 8160
logic make-up (layout without fill, tap and decap cells):
logic type             count (synthesis)  count (layout)  synth area share
AND-OR/OR-AND                        289             289           0.02293
buffers and inverters                452            2995           0.02327
flip-flops                          2048            2048            0.6493
multiplexers                        1412            1412            0.2921
other                                  1              66        0.00004001
AND/OR/NAND/NOR                      257             257           0.01236
final cells by class:
type / instances / area share
tap: 2480 / 0.02692
inverter: 93 / 0.003094
clock inverter: 2222 / 0.08503
multi-input combinational: 2022 / 0.2707
clock buffer: 227 / 0.04929
timing repair buffer: 453 / 0.03682
antenna: 2 / 0.00004343
sequential: 2048 / 0.5281
layer usage:
metal | global-route usage | wire [µm]
met1 | 0.4304 | 89290
met2 | 0.4656 | 135600
met3 | 0.2893 | 50080
met4 | 0.1400 | 9591
met5 | 0.01689 | 387
stage by stage:
stage                     std cells    util
final                          9547  0.6202
after global routing           9545  0.6202
after detailed placement       7097  0.5369
after CTS                      9545  0.6202
after floorplan                4522       -
after global placement         7097  0.5369
Power figures rest on the tool's default switching activity, not on a simulated workload.
